==> run.sh <==
#!/bin/bash
# OpenROAD 26Q1-2900-gdf79404cd8, Yosys 0.63+post, stock flow scripts
make -C /OpenROAD-flow-scripts/flow DESIGN_CONFIG=/design/flow/config.mk WORK_HOME=/design/flow/orfs finish
==> config.mk <==
export PLATFORM = sky130hd
export DESIGN_NAME = leds
export DESIGN_NICKNAME = leds
export VERILOG_FILES = /design/flow/design.v
export SDC_FILE = /design/flow/constraint.sdc
export NUM_CORES = 4
export LEC_CHECK = 1
export CORE_AREA = 10 10 70 70
export DIE_AREA = 0 0 80 80
==> constraint.sdc <==
current_design leds

set clk_period 3.5
set clk_io_pct 0.2

create_clock -name clk0 -period $clk_period

set non_clock_inputs [all_inputs -no_clocks]
set_input_delay [expr $clk_period * $clk_io_pct] -clock clk0 $non_clock_inputs
set_output_delay [expr $clk_period * $clk_io_pct] -clock clk0 [all_outputs]
==> design.v <==
module leds (
    input [23:0] value,  
    output reg [2:0] leds  
);
parameter RANGE1 = 24'd0;  
parameter RANGE2 = 24'd23750;  
parameter RANGE3 = 24'd95000;  
always @(value) begin
    case (value)
        RANGE1: leds = 3'b001;  
        RANGE2: leds = 3'b011;  
        RANGE3: leds = 3'b111;  
        default: leds = 3'b000;  
    endcase
end
endmodule
==> results.sh <==
# implementation run metrics
export IMPL_drive_above_1_share_pct=10.9
export IMPL_worstPathCellList="clkdlybuf4s50_1 -> nor4_2 -> nand4_1 -> nor3_2 -> o21bai_1 -> clkdlybuf4s50_1"
export IMPL_detailedPlace_worstSlack_ns=0.261
export IMPL_worst_slew_pin_slew_ns=0.340
export IMPL_finalClockPeriodUsage_pct=92.2
export IMPL_yosysSeqAreaShare_pct=0
export IMPL_warnings=32
export IMPL_via_count=278
export IMPL_fmax_mhz=310
export IMPL_path_class="input port to output pin"
export IMPL_antenna_found_initial=0
export IMPL_outcome="complete, no violations"
export IMPL_gp_congestion=0.768
export IMPL_final_cell_count_no_fill=92
export IMPL_setup_tns_ns=0
export IMPL_grt_max_degree=4
export IMPL_critPathLaunchType="input port"
export IMPL_grt_pass1_vias=313
export IMPL_worst_ep_arrival_time_ns=2.53
export IMPL_dpl_cell_count=92
export IMPL_endpoint="leds[1]"
export IMPL_ant_nets=0
export IMPL_ir_drop_uv=25.8
export IMPL_final_cell_mix="27 x clkdlybuf4s50_1, 5 x nand4_1, 3 x nor4_2, 2 x nor2_1"
export IMPL_finalSetupViolations=0
export IMPL_grtUsageTotal_pct=2.98
export IMPL_path_max_fanout=3
export IMPL_critical_path_depth=6
export IMPL_port_buffers=27
export IMPL_timing_critical_path_from="value[17]"
export IMPL_layout_top_cell="clkdlybuf4s50_1"
export IMPL_fillCellCount=393
export IMPL_syn_avg_cell_area_um2=8.23
export IMPL_whs_ns=2.41
export IMPL_chipHeight_um=80
export IMPL_wl_mm=1.01
export IMPL_worstSetupEndpointType="output pin"
export IMPL_fin_util_pct=14.2
export IMPL_finalWorstSetupSlack_ns=0.274
export IMPL_synthesis_area_um2=156
export IMPL_fp_coreArea_um2=3420
export IMPL_post_route_drc_count=0
export IMPL_path_buffers=2
export IMPL_dr_pass1_iters=2
export IMPL_hold_path_depth=4
export IMPL_post_drt_wl_per_cell_um=11.0
export IMPL_cp_required_ns=2.80
export IMPL_topCellsByArea="nor4_2 24%, nand4_1 20%, nor4_4 14%"
export IMPL_gr_total_overflow=0
export IMPL_via_per_inst=3.02
export IMPL_drt_iter0_markers=15
export IMPL_crit_slowest_cell="clkdlybuf4s50_1"
export IMPL_power_leakage_nw=0.129
export IMPL_cts_hold_buffers=0
export IMPL_rsz0062_at_grt="false"
export IMPL_relSlewSlack_pct=77.1
export IMPL_ys_cells=19
export IMPL_area_growth_synth_to_final_pct=210
export IMPL_ys_warn_count=1
export IMPL_crit_path_frequent_cell="clkdlybuf4s50_1"
export IMPL_flops=0
export IMPL_n_clock_buffer=0
export IMPL_hold_violations=0
export IMPL_ios=27
export IMPL_min_path_type="input port to output pin"
export IMPL_synth_cells=19
export IMPL_register_area_um2=0
export IMPL_initCoreUtil_pct=4.58
export IMPL_cap_violations=0
export IMPL_die_w_um=80
export IMPL_synth_cell_type_count=12
export IMPL_finalMaxSlewViolations=0
export IMPL_yosys_area_top_type_share_pct=24.0
export IMPL_period_needed_ns=3.23
export IMPL_yosys_area_top_type="nor4_2"
export IMPL_die_area_um2=6400
export IMPL_diodes=0
export IMPL_num_rows=21
export IMPL_max_stage_delay_ns=0.49
export IMPL_p_per_area_nw_per_um2=76.5
export IMPL_ys_chip_area_um2=156
export IMPL_post_cts_buffers=0
export IMPL_grt_pass1_wl_mm=1.54
export IMPL_cp_top_family="buffers and inverters"
export IMPL_cts_resized=0
## through the flow
stage	power, mW	cell area (µm²)
after floorplan	0.00395	156
after global placement	0.0365	484
after detailed placement	0.0370	484
after CTS	0.0373	484
after global routing	0.0395	484
final	0.0370	484
## layer usage
layer | vias up | track usage (%) | share of wire [%]
met3 | 0 | 1.70 | 16
met5 | - | 0 | 0
met4 | 0 | 0 | 0
met2 | 27 | 2.33 | 18
li1 | 140 | - | -
met1 | 111 | 5.60 | 66
## cells in the mapped netlist
| master | instances |
|---|---|
| nand3_1 | 1 |
| nand4_1 | 5 |
| nor4_4 | 1 |
| nor3_2 | 1 |
| nor2_1 | 2 |
| and4_1 | 1 |
| nor4bb_1 | 1 |
| a21oi_1 | 1 |
| nor4_1 | 1 |
| o21bai_1 | 1 |
| nor4_2 | 3 |
| or2_1 | 1 |
## how the worst min path moves through the flow
| stage | from | end | slack, ns |
|---|---|---|---|
| after global routing | value[9] | leds[2] | 2.45 |
| final | value[9] | leds[2] | 2.41 |
| after CTS | value[9] | leds[2] | 2.42 |
## layout make-up
class | count | area (µm²) | share of cell area [%]
Multi-Input combinational cell | 19 | 156 | 32.3
Timing Repair Buffer | 27 | 270 | 55.8
Tap cell | 46 | 57.6 | 11.9
## power breakdown
part / leakage, nW / switching [mW] / total, mW / internal, mW
clock network: 0 / 0 / 0 / 0
registers: 0 / 0 / 0 / 0
logic: 0.129 / 0.0107 / 0.0370 / 0.0263
total: 0.129 / 0.0107 / 0.0370 / 0.0263
## cells by family after synthesis
kind of cell / count (synthesis) / share of synthesized area (%)
simple gates: 17 / 92.0
compound gates: 2 / 8.00
Power figures rest on the tool's default switching activity, not on a simulated workload.
