==> design/flow/design.v <==
module sensor (
input clk,
input echo_pin,
output reg [SIZE-1:0] echo_counter, 	 
output reg trig_pin
);
parameter lim_entre_medidas = 24'd12500000;  
parameter lim_trigger = 24'd500;  
parameter SIZE = $clog2(lim_entre_medidas);   
reg [SIZE-1:0] counter_1 ; 	 
reg [SIZE-1:0] counter_2 ; 	 
reg [SIZE-1:0] counter_3 ; 	 
initial
begin
    counter_1 = 'd0;
    counter_2 = 'd0;
    counter_3 = 'd0;
end
 always@(posedge clk)
 begin
		if (echo_pin)
			begin
				counter_1 <= counter_1 + 1;		
			end else begin
				echo_counter <= counter_1;
				counter_1 <= 'd0;
			end
		if (counter_2 == lim_entre_medidas)
			begin
				counter_2 <= 'd0;
				trig_pin <= 'b1;				
			end else begin
				counter_2 <= counter_2 + 1;
			end
		if (counter_3 == lim_trigger)
			begin
				trig_pin <= 'b0;
				counter_3 <= 'b0;
			end else begin
				counter_3 <= counter_3 + 1;
			end
 end
endmodule
==> design/flow/run.sh <==
#!/bin/bash
# OpenROAD 26Q1-2900-gdf79404cd8, Yosys 0.63+post, stock flow scripts
make -C /OpenROAD-flow-scripts/flow DESIGN_CONFIG=/design/flow/config.mk WORK_HOME=/design/flow/orfs finish
==> design/flow/config.mk <==
export PLATFORM = sky130hd
export DESIGN_NAME = sensor
export DESIGN_NICKNAME = sensor
export VERILOG_FILES = /design/flow/design.v
export SDC_FILE = /design/flow/constraint.sdc
export NUM_CORES = 4
export LEC_CHECK = 1
export CORE_UTILIZATION = 30
==> design/flow/constraint.sdc <==
current_design sensor

set clk_period 4.1
set clk_io_pct 0.2

create_clock -name clk0 -period $clk_period [get_ports {clk}]

set non_clock_inputs [all_inputs -no_clocks]
set_input_delay [expr $clk_period * $clk_io_pct] -clock clk0 $non_clock_inputs
set_output_delay [expr $clk_period * $clk_io_pct] -clock clk0 [all_outputs]
==> reports/highlights.md <==
* **kind of launch point of the worst setup path** flop
* **Core Area** 12,600 µm²
* **area of the synthesized netlist per yosys stat** 3870 µm²
* **count of synthesis-stage warnings from yosys** 1
* **Late-Pin Clk Latency** 0.33 ns
* **footprint of the multi-input gates** 1610 µm²
* **I/O pin total** 27
* **global-route wire length before repair** 11,900 µm
* **via count** 2,754
* **largest buffer count on any clock path** 2
* **Die W** 116 µm
* **# diodes** 0
* **area used by sequential logic in the layout** 2180 µm²
* **growth of design area from synthesis to finish** 19.7%
* **Post-CTS Setup Bufs** 0
* **Initial Util** 0.307
* **Syn Std Cell Area** 3870 µm²
* **biggest combinational cell group after synthesis** simple AND/OR/NAND/NOR gates
* **number of antenna violations at the first check in global routing** 0
* **vias in the first global route** 2,520
* **complex-gate fraction of the synthesized area** 0.0526
* **worst ir drop on vdd** 0.000198 V
* **setup TNS after final layout** 0 ns
* **sequential fraction of the synthesis area** 0.563
* **TritonCTS clock tree** done
* **number of cells in Yosys stat** 368
* **FP Rows** 41
* **Synth async-reset ratio** 0
* **post-placement cell area** 4330 µm²
* **Power Density** 401 nW/µm²
* **Mapped Avg Cell Area** 10.5 µm²
* **H-tree levels** 3
* **residual antenna-violating net count after detailed routing** 0
* **WL per Instance** 12.1 µm
* **TritonCTS buffer count** 9
* **static leakage** 0.00156 µW
* **capturing element type of the critical path** flop
* **total of cells resized after clock tree synthesis** 0
* **Tmin final** 2.31 ns
* **Post-synth EDFFs** 24
* **Worst-path clk slew** 0.07 ns
* **largest driver fanout on the critical path** 12
* **transition time at the pin with the least slew margin** 0.952 ns
* **post-route standard cell area excluding fillers** 4640 µm²
* **final weighted congestion in routability-driven placement** 0.861
* **number of buffers inserted by hold repair at cts** 0
* **number of setup violations in the final report** 0
* **biggest area consumer among synthesized cells** dfxtp_1
* **Tcrit/Tclk final** 0.562
* **share of cell area taken by muxes after synthesis** 0.00775
* **Tool Warnings** 27
* **Sink Count** 97
* **Worst Path Arrival** 2.59 ns
* **maximum operating frequency** 434 MHz
* **Simple Share, Synth** 0.231
* **GRT Util Overall** 0.114
* **Max-Cap Viols** 0
* **class of the most critical hold timing path** flop to flop
* **status** finished, final reports clean
* **# port buffers** 26
* **critical path type** flop to flop
* **routed wire length** 6980 µm
* **share of post-route cells with drive strength above 1** 0.0593
* **unrepaired setup endpoints after global routing** no
* **total iterations of the first detailed-routing run** 4
* **required time of the worst setup path** 4.38 ns
* **end-of-flow core utilization** 0.368
* **Syn Inst Count** 368
* **area share, top type** 0.377
* **aggregate global routing overflow** 0
* **Dominant Register Cell** dfxtp_1
* **clock root buffer master** clkbuf_16
* **fraction of the mapped netlist area in adder cells** 0.0161
* **cell types occupying the most area after synthesis** dfxtp_1 38%, edfxtp_1 19%, xnor2_1 7.2%
* **floorplan die area** 13,400 µm²
* **post-synth cell types** 34
* **HPWL Detailed** 4660 µm
* **Commonest cells post-synth** 73 x dfxtp_1, 33 x nor2_1, 32 x xnor2_1
* **worst-case headroom to the max-slew limit** 0.359
* **Slew Limit Fails** 0
* **# DRC** 0
* **die span in y** 116 µm
* **Final Hold Vio Count** 0
* **pin count of the biggest net entering global routing** 48
* **Max Clock Skew** 0.00465 ns
* **routed via count divided by cell count** 4.77
* **number of filler instances in the final layout** 1,210
* **top cell type by instance count after synthesis** dfxtp_1
* **number of design-rule violations left by the first detailed-router iteration** 193
* **xor and xnor fraction of the mapped netlist area** 0.108
* **number of register bits inferred by synthesis** 97
-- placed cells by master (no fill, tap or decap), drive strengths merged --
cell / n
and3: 8
clkbuf: 11
nand4: 21
o31ai: 10
a21oi: 14
nor2b: 2
o21ba: 1
o21ai: 8
nor4b: 1
or4: 12
nor2: 33
and2: 2
inv: 14
or4b: 1
or3: 8
dfxtp: 73
edfxtp: 24
nor3: 9
mux2i: 3
and4: 8
nand2: 26
xor2: 16
o221ai: 1
ha: 5
xnor2: 32
buf: 2
nor4bb: 2
nor4: 12
clkinv: 3
clkdlybuf4s50: 26
nand3: 17
-- metal layers --
layer / GRT usage / wire (µm) / share of wire
met1: 0.185 / 3630 / 0.52
met5: 0 / 0 / 0
met2: 0.162 / 3020 / 0.43
met3: 0.0229 / 247 / 0.035
met4: 0.0197 / 84 / 0.012
-- stage by stage --
stage	power, µW	instances	worst slack [ns]	hold slack (ns)
2_1_floorplan	1020	368	1.89	0.422
3_3_place_gp	1050	561	1.83	0.440
3_5_place_dp	1050	561	1.78	0.436
4_1_cts	1880	577	1.76	0.462
5_1_grt	1930	577	1.61	0.492
6_report	1860	577	1.79	0.457
-- power breakdown --
| group | total, µW | switching (µW) | internal (µW) |
|---|---|---|---|
| clock | 832 | 346 | 486 |
| combinational | 30.0 | 11.4 | 18.6 |
| sequential | 997 | 6.69 | 991 |
| total | 1860 | 364 | 1500 |
-- registers in the layout, summed over array words and instances (netlist names) --
name,count
counter_3,24
counter_2,24
counter_1,24
echo_counter,24
trig_pin,1
-- final cells by class --
| cell class | count | area share |
|---|---|---|
| Clock buffer | 11 | 0.0593 |
| Clock inverter | 5 | 0.00701 |
| Inverter | 12 | 0.00971 |
| Multi-Input combinational cell | 252 | 0.348 |
| Sequential cell | 97 | 0.470 |
| Tap cell | 172 | 0.0464 |
| Timing Repair Buffer | 28 | 0.0593 |
-- logic make-up after synthesis --
logic type                 count (synthesis)
AOI/OAI and AO/OA                         34
xor gates and xnor gates                  48
adders and majority gates                  5
buffers and inverters                     19
DFF                                       97
muxes                                      3
and+or+nand+nor                          162
-- worst paths after layout --
| check | cells past startpoint | startpoint | slack (ns) | to |
|---|---|---|---|---|
| max reg2reg | 4 | counter_2[7] | 1.79 | trig_pin |
| min | 0 | counter_1[23] | 0.46 | echo_counter[23] |
| max | 4 | counter_2[7] | 1.79 | trig_pin |
| min reg2reg | 0 | counter_1[23] | 0.46 | echo_counter[23] |
-- critical path, cell delays in order (launching register included) --
cell and delay [ns]:
dfxtp_1 0.34, or4b_1 0.51, or4_1 0.56, nor2_1 0.63
o21ba_2 0.21
Power and IR drop assume default switching activity.
